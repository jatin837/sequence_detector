==> ./design.v <==
module sequence_detector_1011(sequence_in,clock,reset,detector_out
    );
input clock;  
input reset;  
input sequence_in;  
output reg detector_out;  
parameter  A=2'b00,  
  B=2'b01,  
  C=2'b11,  
  D=2'b10;  
reg [1:0] current_state, next_state;  
always @(posedge clock, posedge reset)
begin
 if(reset==1) 
 current_state <= A; 
 else
 current_state <= next_state;  
end 
always @(current_state,sequence_in)
begin
 case(current_state) 
 A:begin
  if(sequence_in==1)
  begin
   next_state = B;
   detector_out = 0;
  end
  else
  begin
   detector_out = 0;
   next_state = A;
  end
 end
 B:begin
  if(sequence_in==0)
  begin
   next_state = C;
   detector_out = 0;
  end
  else
  begin
   next_state = B;
   detector_out = 0;
  end
 end
 C:begin
  if(sequence_in==0)
  begin
   next_state = A;
   detector_out = 0;
  end
  else
  begin
   next_state = D;
   detector_out = 0;
  end
 end 
 D:begin
  if(sequence_in==0)
  begin
   next_state = C;
   detector_out = 0;
  end
  else
  begin
   next_state = B;
   detector_out = 1;
  end
 end
 endcase
end
endmodule
==> ./run.sh <==
#!/bin/bash
# OpenROAD 26Q1-2900-gdf79404cd8, Yosys 0.63+post, stock flow scripts
make -C /OpenROAD-flow-scripts/flow DESIGN_CONFIG=/design/flow/config.mk WORK_HOME=/design/flow/orfs finish
==> ./config.mk <==
export PLATFORM = sky130hd
export DESIGN_NAME = sequence_detector_1011
export DESIGN_NICKNAME = sequence_detector_1011
export VERILOG_FILES = /design/flow/design.v
export SDC_FILE = /design/flow/constraint.sdc
export NUM_CORES = 4
export LEC_CHECK = 1
export CORE_AREA = 10 10 70 70
export DIE_AREA = 0 0 80 80
==> ./constraint.sdc <==
current_design sequence_detector_1011

set clk_period 1.5
set clk_io_pct 0.2

create_clock -name clk0 -period $clk_period [get_ports {clock}]

set non_clock_inputs [all_inputs -no_clocks]
set_input_delay [expr $clk_period * $clk_io_pct] -clock clk0 $non_clock_inputs
set_output_delay [expr $clk_period * $clk_io_pct] -clock clk0 [all_outputs]
==> flow_summary_export.csv <==
group,metric,value,unit
pwr,clkPwrFrac,54.8,%
clock_network,clkTransAtPathRegs,0.04,ns
detailed_routing,m1WireLength,124,µm
outcome,status,"completed",
die,chipWidth,80,µm
final_layout,final_core_util,7.84,%
global_route,grt.total_usage,1.14,%
placement,finalWeightedCongestion,0.571,
global_route,grt_max_degree,5,
detailed_routing,top_layer,"met4",
pwr,vdd_drop_max,129,µV
yosys,top_cells_by_count,"dfrtp_1, o21ba_2",
detailed_routing,drt_first_pass_iters,1,
pwr,powerDensity,982,nW/µm²
timing,post-route-period-util,85.6,%
clock_network,clock-sinks,4,
global_route,grt_overflow,0,
final_layout,area_growth,81.4,%
yosys,async_reset_ff_share,100,%
yosys,ys_seq_share,68.6,%
final_layout,largest_reg_flops,4,
yosys,yosysCellCount,10,
timing,max-slew-margin-rel,90.9,%
detailed_routing,route.met3.wl,50,µm
die,io_pins,4,
setup_path,worst_ep_required_time,1.20,ns
clock_network,h-tree-depth,1,
clock_network,clockRootBuffer,"clkbuf_4",
clock_network,numCtsBuffers,3,
timing,tns,0,ns
yosys,top_cell_area_share,50.8,%
pwr,seq_power_share,41.3,%
timing,worst_slew_pin_slew,0.136,ns
final_layout,reg.largest.list,"current_state: 4 flops",
final_layout,fin_area,268,µm²
detailed_routing,first_iter_violations,0,
detailed_routing,via_count,99,
detailed_routing,ant_nets,0,
final_layout,seqCellArea,101,µm²
pwr,p_leak,0.110,nW
timing,setup_ws,0.217,ns
yosys,ff_type,"dfrtp_1",
pwr,power.switching,0.0483,mW
clock_network,worstSkewPairLatency,0.24,ns
pwr,switching_share,18.3,%
run,warnings,25,
timing,drv_slew,0,
setup_path,crit_fanout,3,
timing,setup_viol,0,
placement,portBuffers,3,
global_route,grt_first_pass_wirelength,524,µm
min_path,hold_path_class,"input port to async pin",
clock_network,clk_path_buf_depth,2,
die,fp_util,4.32,%
clock_network,tritoncts,"built",
yosys,avgSynthCellArea,14.8,µm²
setup_path,crit_type,"register to primary output",
detailed_routing,routed_wirelength,310,µm
placement,place_ws,-0.160,ns
yosys,largest_area_cell,"dfrtp_1",
detailed_routing,num_antenna_cells,0,
die,rows,21,
timing,rsz0062_at_grt,"false",
die,core-area,3420,µm²
final_layout,largest_register,"current_state",
setup_path,cp-end-kind,"primary output",
detailed_routing,routed_via_density,1.55,
yosys,synth_area,148,µm²
final_layout,logic_area,43.8,µm²
final_layout,drive_gt1_share,44.4,%
global_route,grt_pass1_vias,127,
die,die_h,80,µm
detailed_routing,routed-wl-met2,128,µm
final_layout,fill_cells,409,
pwr,pwr-share-comb,3.9,%
yosys,ys_types,7,
global_route,antenna_found_initial,0,
yosys,area_leaders,"dfrtp_1, dfstp_2, o21ba_2",
setup_path,arrival,0.98,ns
yosys,edf_count,0,
yosys,yosysWarningCount,1,
setup_path,critPathLaunchType,"register",
yosys,yosys_area,148,µm²
timing,skew,0.00757,ns
yosys,numSynthFlops,4,
run,maxCapViolCount,0,
placement,placed_area,243,µm²
timing,post-route-min-period,1.28,ns
detailed_routing,drc,0,
yosys,synthCells,10,
pwr,p_int,0.215,mW
die,die_area,6400,µm²
yosys,synth.most_common_cell,"dfrtp_1",
timing,clock.fmax,779,MHz
timing,hold_violations,0,
detailed_routing,routedWlPerCell,4.84,µm
-- critical path, stage by stage (launching register included) --
cell	delay (ns)
dfrtp_1	0.38
and2_4	0.14
dlygate4sd2_1	0.23
-- power groups by stage --
stage         clock network [mW]  logic [mW]  registers (mW)
CTS                        0.156      0.0105           0.109
global route               0.169      0.0116           0.108
finish                     0.144      0.0103           0.109
-- layout by cell type (no fill, tap or decap) --
cell,Yosys,routed
inv_1,1,1
and2_4,0,1
clkbuf_4,0,3
clkdlybuf4s50_1,0,1
dfstp_2,1,1
dlygate4sd2_1,0,2
o21ba_2,2,2
clkbuf_1,0,1
dfrtp_1,3,3
o31a_1,1,1
and2_1,1,1
buf_4,0,1
-- path summary, 6_finish.rpt --
check                                  from          endpoint  slack [ns]  cells after the start
setup / recovery           current_state[1]      detector_out        0.22                      2
hold / removal                        reset  current_state[1]        0.24                      2
setup reg to reg           current_state[1]  current_state[2]        0.70                      1
hold reg to reg            current_state[2]  current_state[2]        0.49                      1
max in group asynchronous             reset  current_state[0]        1.03                      2
min in group clk0          current_state[2]  current_state[2]        0.49                      1
-- metrics by stage --
step | hold WS [ns] | total power [mW] | cells
after global routing | 0.243 | 0.289 | 64
after global placement | 0.469 | 0.121 | 60
after CTS | 0.239 | 0.275 | 64
final | 0.241 | 0.263 | 64
after detailed placement | 0.487 | 0.121 | 60
after floorplan | 0.0654 | 0.113 | 10
-- cell type report --
class	instances	share of cell area (%)
sequential	4	37.9
tap	46	21.5
multi-input combinational	5	16.4
timing repair buffer	4	13.1
clock buffer	4	9.81
inverter	1	1.40
-- timing repair --
action,4_1_cts,5_1_grt
resized,3,0
hold buffers,0,0
endpoints found under the setup margin,1,0
buffers inserted,0,0
endpoints found under the hold margin,0,0
-- cell families after synthesis --
| group | count (synthesis) | synth area share, % |
|---|---|---|
| buffers and inverters | 1 | 2.54 |
| flip-flops | 4 | 68.6 |
| AND/OR/NAND/NOR | 2 | 9.33 |
| AND-OR/OR-AND | 3 | 19.5 |
-- per-layer routing --
metal  vias up  global-route usage [%]
met5         -                       0
met4         0                   0.880
met3         2                    1.36
met2         3                    1.36
met1        46                    1.00
li1         48                       -
Power is estimated from default activity; no workload was simulated.
