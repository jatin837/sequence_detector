==> design/flow/design.v <==
module main(sequence_in,
  clock,
  reset,
  detector_out
);
input clock;  
input reset;  
input sequence_in;  
output reg detector_out;  
parameter  A=3'b000,  
  B=3'b001,  
  C=3'b010,  
  D=3'b011,  
  E=3'b100; 
reg [2:0] current_state, next_state;  
always @(posedge clock, posedge reset)
begin
 if(reset==1) 
 current_state <= A; 
 else
 current_state <= next_state;  
end 
always @(current_state,sequence_in)
begin
 case(current_state) 
 A:begin
  if(sequence_in==1)
   next_state = B;
  else
   next_state = A;
 end
 B:begin
  if(sequence_in==0)
   next_state = C;
  else
   next_state = B;
 end
 C:begin
  if(sequence_in==0)
   next_state = A;
  else
   next_state = D;
 end 
 D:begin
  if(sequence_in==0)
   next_state = C;
  else
   next_state = E;
 end
 E:begin
  if(sequence_in==0)
   next_state = C;
  else
   next_state = B;
 end
 default:next_state = A;
 endcase
end
always @(current_state)
begin 
 case(current_state) 
 A:   detector_out = 0;
 B:   detector_out = 0;
 C:  detector_out = 0;
 D:  detector_out = 0;
 E:  detector_out = 1;
 default:  detector_out = 0;
 endcase
end 
endmodule
==> design/flow/run.sh <==
#!/bin/bash
# OpenROAD 26Q1-2900-gdf79404cd8, Yosys 0.63+post, stock flow scripts
make -C /OpenROAD-flow-scripts/flow DESIGN_CONFIG=/design/flow/config.mk WORK_HOME=/design/flow/orfs finish
==> design/flow/config.mk <==
export PLATFORM = sky130hd
export DESIGN_NAME = main
export DESIGN_NICKNAME = main
export VERILOG_FILES = /design/flow/design.v
export SDC_FILE = /design/flow/constraint.sdc
export NUM_CORES = 4
export LEC_CHECK = 1
export CORE_AREA = 10 10 70 70
export DIE_AREA = 0 0 80 80
==> design/flow/constraint.sdc <==
current_design main

set clk_period 1.0
set clk_io_pct 0.2

create_clock -name clk0 -period $clk_period [get_ports {clock}]

set non_clock_inputs [all_inputs -no_clocks]
set_input_delay [expr $clk_period * $clk_io_pct] -clock clk0 $non_clock_inputs
set_output_delay [expr $clk_period * $clk_io_pct] -clock clk0 [all_outputs]
==> run_results.csv <==
group,metric,value,unit
clocking,root_buffer,"clkbuf_4",
grt,overflow,0,
clocking,cts.sinks,5,
final_timing,fin_skew,0.00346,ns
place,gp_congestion,0.677,
hold_path,hold_class,"in2async",
logic_synthesis,ys.flops,5,
finish,lay_top_count,"dfrtp_1",
worst_setup_path,critPathLaunchType,"register",
detailed_routing,ant_nets,0,
clocking,cts-hold-fix-buffers,0,
worst_setup_path,reg2reg_slack,0.03,ns
logic_synthesis,yosysSeqAreaShare,75.4,%
worst_setup_path,cp-end-kind,"register",
detailed_routing,vias,121,
clocking,path_clk_slew,0.05,ns
logic_synthesis,aoi_share,5.22,%
logic_synthesis,ys_types,7,
detailed_routing,routed_wl,392,µm
logic_synthesis,yosys.area_share.adder,0,%
grt,grt_max_degree,6,
detailed_routing,firstDrtPassIters,4,
floorplanning,pin_count,4,
finish,largest_register_ffs,5,
final_timing,hold_viol,0,
worst_setup_path,critical_path_arrival,1.10,ns
logic_synthesis,ys_sh_xor,0,%
pwr,p_per_area,1710,nW/µm²
floorplanning,initCoreUtil,4.91,%
detailed_routing,viasPerCell,1.78,
final_timing,fin_crit,0.971,ns
worst_setup_path,cp_max_fo,2,
detailed_routing,avgRoutedWirePerCell,5.76,µm
grt,antenna_found_initial,0,
status,status,"finished clean",
grt,grt_pass1_wl,662,µm
finish,reg.largest.list,"current_state: 5 flops",
floorplanning,core,3420,µm²
final_timing,setup_viol_count_final,0,
final_timing,slew_headroom,87.3,%
clocking,cts_tree,"yes",
floorplanning,rows,21,
worst_setup_path,crit_type,"reg2reg",
final_timing,hold_ws,0.167,ns
finish,layout.cells.most_common_list,"4 x dfrtp_1, 3 x nor2_1, 3 x clkbuf_4",
floorplanning,die_y,80,µm
logic_synthesis,ys_chip_area,168,µm²
logic_synthesis,yosysCellCount,13,
pwr,power.total,0.509,mW
job,warnings,25,
job,cap_violations,0,
clocking,clkLatencyLatePin,0.25,ns
logic_synthesis,postSynthCellCount,13,
finish,drive_above_1_share,40.9,%
logic_synthesis,syn_avg_cell_area,12.9,µm²
final_timing,rsz0062_at_grt,"no",
logic_synthesis,synth-simple-area-share,17.2,%
final_timing,drv_slew,0,
logic_synthesis,synth_area,168,µm²
logic_synthesis,yosysWarnings,1,
pwr,ir_worst_vdd,0.000570,V
final_timing,finalCritPeriodShare,97.1,%
finish,largest_register,"current_state",
finish,post-route-util,8.72,%
final_timing,max_freq,1030,MHz
floorplanning,die_area,6400,µm²
worst_setup_path,cp.required,1.13,ns
grt,grt.total_usage,1.49,%
detailed_routing,diodes,0,
pwr,static-leakage-power,0.128,nW
detailed_routing,drt_iter0_drc,1,
final_timing,worst_pin_slew,0.190,ns
grt,grt_pass1_vias,151,
floorplanning,chipWidth,80,µm
clocking,cts_made_buffers,3,
clocking,cts_buffer_depth,2,
detailed_routing,drc_errors,0,
logic_synthesis,logic_family,"simple AND/OR/NAND/NOR gates",
clocking,htreeDepth,1,
finish,syn_to_final_growth,77.6,%
worst_setup_path,ff2ff_path_depth,3,
logic_synthesis,synthMuxAreaShare,0,%
place,port_buffers,3,
## kinds of logic after synthesis
| kind of cell | after synthesis |
|---|---|
| flip-flops | 5 |
| AND-OR/OR-AND | 1 |
| buffers and inverters | 1 |
| AND/OR/NAND/NOR | 6 |
## final cells by class
type	count	area, µm²
Inverter	1	3.75
Tap cell	46	57.6
Fill cell	407	3120
Multi-Input combinational cell	7	42.5
Sequential cell	5	126
Timing Repair Buffer	5	40.0
Clock buffer	3	22.5
Clock inverter	1	5.00
## worst max-delay path: stages, from the launching register on
cell and delay (ns):
dfrtp_1 0.37, buf_4 0.13, buf_4 0.13, o31a_1 0.23
## stage by stage
stage               setup TNS, ns  setup WS (ns)  std cells  area (µm²)
floorplan                       0          0.248         13         168
global placement          -0.0142        -0.0142         63         263
detailed placement        -0.0109        -0.0109         63         263
CTS                             0         0.0267         68         293
global route                    0         0.0201         68         298
finish                          0         0.0291         68         298
## path summary, 6_finish.rpt
path                                       start               end
worst min-delay path                       reset  current_state[3]
min in group clk0               current_state[2]  current_state[4]
max in group asynchronous                  reset  current_state[0]
worst min register to register  current_state[2]  current_state[4]
worst max-delay path            current_state[1]  current_state[3]
worst max register to register  current_state[1]  current_state[3]
## power by group
group	switching [mW]	total [mW]	internal, mW
Clock	0.0921	0.237	0.145
Combinational	0.0188	0.0415	0.0227
Sequential	0.00894	0.230	0.221
Total	0.120	0.509	0.389
## synthesized netlist by cell type (all sizes together)
master  number  area, µm²
o31a         1       8.76
dfrtp        4        100
inv          1       3.75
nor3         1       5.00
dfstp        1       26.3
and2         2       12.5
nor2         3       11.3
## what timing repair did
| item | CTS | global route |
|---|---|---|
| gates cloned | 0 | 0 |
| endpoints found under the setup margin | 1 | 1 |
| resized | 3 | 1 |
| pin swaps | 1 | 0 |
| buffers inserted | 1 | 0 |
## layer usage
layer	GRT usage [%]	share of wire, %	vias up
met4	0.176	0	0
met1	1.81	52	56
met2	1.36	28	7
met5	0	0	-
met3	2.16	20	0
li1	-	-	58
No activity file was given, so power comes from the tool's default toggle rates.
